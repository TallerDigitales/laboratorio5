===== /design/flow/design.v =====
module Muxr8 #(parameter bus = 32) (input logic [bus-1:0] a,b,c,d,e,f,g,h,input[2:0] sel,output logic [bus-1:0] s);
	always @*
	case (sel) 
	3'b000:
		s = a;
	3'b001:
		s = b;
	3'b010:
		s = c;
	3'b011:
		s = d;
	3'b100:
		s = e;
	3'b101:
		s = f;
	3'b110:
		s = g;
	3'b111:
		s = h;
	endcase
endmodule

===== /design/flow/run.sh =====
#!/bin/bash
# OpenROAD 26Q1-2900-gdf79404cd8, Yosys 0.63+post, stock flow scripts
make -C /OpenROAD-flow-scripts/flow DESIGN_CONFIG=/design/flow/config.mk WORK_HOME=/design/flow/orfs finish

===== /design/flow/config.mk =====
export PLATFORM = sky130hd
export DESIGN_NAME = Muxr8
export DESIGN_NICKNAME = Muxr8
export VERILOG_FILES = /design/flow/design.v
export SDC_FILE = /design/flow/constraint.sdc
export NUM_CORES = 4
export LEC_CHECK = 1
export CORE_AREA = 10 10 120 120
export DIE_AREA = 0 0 130 130

===== /design/flow/constraint.sdc =====
current_design Muxr8

set clk_period 7.7
set clk_io_pct 0.2

create_clock -name clk0 -period $clk_period

set non_clock_inputs [all_inputs -no_clocks]
set_input_delay [expr $clk_period * $clk_io_pct] -clock clk0 $non_clock_inputs
set_output_delay [expr $clk_period * $clk_io_pct] -clock clk0 [all_outputs]

==> flow_summary.ini <==
; physical design summary
[status]
status = finished clean

[die]
placementRows = 40
fp.dieW_um = 130
die_h_um = 130
fp-utilization_pct = 18.8
die_area_um2 = 16900
boundaryPins = 291
core_region_area_um2 = 11900

[logic_synthesis]
syn_avg_cell_area_um2 = 7.34
logic_family = AND-OR/OR-AND gates
yosys_cells = 306
synth_area_um2 = 2240
yosys.area_share.simple_pct = 19.6
ys_chip_area_um2 = 2240
fa_ha_area_share_pct = 0
ys_sh_mux_pct = 19.7
yosys_warnings = 1
aoi_share_pct = 49.9
postSynthCellCount = 306
synthXorXnorAreaFrac_pct = 0
ys_seq_share_pct = 0
yosysUniqueCellTypes = 29

[setup_path]
cp_num_buf_inv = 4
path_delay_family = buffers and inverters
end_kind = primary output
worstPathRequired_ps = 6160
cp_max_fo = 39
max_stage_delay_ps = 560
crit_chain = buf_2 -> buf_4 -> and3b_1 -> buf_4 -> a22oi_1 -> a31oi_1 -> clkdlybuf4s50_1
worstPathArrival_ps = 4140
path_common_cell = buf_4
cp_slowest_cell = and3b_1
critPathLaunch = sel[2]
path_class = primary input to primary output
startpoint_type = primary input

[layout]
final_area_um2 = 5150
final_cell_mix = clkdlybuf4s50_1, a22oi_1, nand2b_1, nor2_1, mux2_2
utilization_pct = 43.2
drive_gt1_share_pct = 12.1
flops = 0
area_delta_synth_final_pct = 129
seq_area_um2 = 0
n_fill_cell = 1204
nClkBuffers = 0
lay_top_count = clkdlybuf4s50_1

[route]
vias = 3439
vias_per_cell = 4.84
wirelength_um = 14300
diodes = 0
wire_per_inst_um = 20.1
drt_iter0_drc = 212
drc = 0
first_pass_iters = 4
postRouteAntennaNets = 0

[placed_design]
globalplace.congestion = 0.857
pre_cts_ws_ps = 2000
port_buffers = 291
place_area_um2 = 5150
hpwlAfterDp_um = 11900

[global_route]
grt_usage_pct = 15.7
met3_usage_pct = 5.43
top_usage_layer = met2
grt_pass1_wl_um = 21000
grt_antenna_before_repair = 0
grt.met1_usage_pct = 17.9
gr-total-overflow = 0
grt_max_degree = 68
grt_pass1_vias = 3715
grt_util_met2_pct = 28.3

[final_timing]
fin_ws_ps = 2020
timing.final.hold_violations = 0
period_needed_ps = 5680
max_freq_mhz = 176
setup_viol = 0
slew_headroom_pct = 44.7
final.setup.tns_ps = 0
tightest_slew_ps = 828
final_max_slew_viol_count = 0
rsz0062_at_grt = false
finalCritPeriodShare_pct = 73.8

[power]
vdd_ir_drop_max_mv = 0.0224
total_power_mw = 0.279
p_leak_nw = 1.84
p_per_area_nw_per_um2 = 54.2

[cts]
ctsResizeCount = 0
cts.hold.buffers_added = 0
post_cts_buffers = 0

[flow_run]
warnings = 32
drv_cap = 0

[worst_hold_path]
hp-class = primary input to primary output
min_path_cells = 4
holdPathEnd = s[28]
hp-start = sel[0]
[synth_stat cells (5+ instances only)]
master | count | share of area [%]
a21bo_2 | 25 | 11
mux2_2 | 28 | 14
o211ai_1 | 25 | 8.4
a31oi_1 | 27 | 7.5
buf_2 | 26 | 5.8
clkbuf_1 | 5 | 0.84
nor2_1 | 29 | 4.8
nand2b_1 | 32 | 8.9
a22oi_1 | 53 | 18
nand2_1 | 11 | 1.8
mux2i_1 | 6 | 2.7
[cell type report]
class                           count  area [um^2]  area share (%)
Timing Repair Buffer              297         2950            57.2
Multi-Input combinational cell    264         2010            39.0
Inverter                            3         11.3           0.219
Tap cell                          147          184            3.57
[how the worst max path moves through the flow]
stage        to  slack [ps]  cells after the start
4_1_cts   s[30]        1990                      7
5_1_grt   s[17]        1700                      7
6_report  s[15]        2020                      7
[per-layer routing]
metal  wire length [um]  part of all wire [%]
met5                  0                     0
met4                208                   1.5
met3               1630                    11
met2               7080                    49
met1               5380                    38
[metrics by stage]
| step | instances | hold slack (ps) |
|---|---|---|
| 3_3_place_gp | 711 | 3980 |
| 5_1_grt | 711 | 4000 |
| 6_report | 711 | 3950 |
| 4_1_cts | 711 | 3970 |
| 3_5_place_dp | 711 | 3970 |
| 2_1_floorplan | 306 | 3160 |
[power breakdown]
group	switching (mW)	internal [mW]	total, mW
clock network	0	0	0
registers	0	0	0
logic	0.0795	0.200	0.279
[logic make-up after synthesis]
| kind of cell | Yosys count |
|---|---|
| buffers and inverters | 42 |
| and+or+nand+nor | 82 |
| AOI/OAI and AO/OA | 145 |
| muxes | 37 |
