[design/flow/config.mk]
export PLATFORM = sky130hd
export DESIGN_NAME = Muxr4
export DESIGN_NICKNAME = Muxr4
export VERILOG_FILES = /design/flow/design.v
export SDC_FILE = /design/flow/constraint.sdc
export NUM_CORES = 4
export LEC_CHECK = 1
export CORE_AREA = 10 10 76 76
export DIE_AREA = 0 0 86 86
[design/flow/constraint.sdc]
current_design Muxr4

set clk_period 1.1
set clk_io_pct 0.2

create_clock -name clk0 -period $clk_period

set non_clock_inputs [all_inputs -no_clocks]
set_input_delay [expr $clk_period * $clk_io_pct] -clock clk0 $non_clock_inputs
set_output_delay [expr $clk_period * $clk_io_pct] -clock clk0 [all_outputs]
[design/flow/design.v]
module Muxr4 #(parameter bus = 32) (input logic [bus-1:0] a,b,c,d,input[1:0] sel,output logic [bus-1:0] s);
	logic [bus-1:0] tmp1,tmp2;
	assign tmp1 = sel[0]?d:c;
	assign tmp2 = sel[0]?b:a;
	assign s = sel[1]? tmp1:tmp2;
endmodule
[design/flow/run.sh]
#!/bin/bash
# OpenROAD 26Q1-2900-gdf79404cd8, Yosys 0.63+post, stock flow scripts
make -C /OpenROAD-flow-scripts/flow DESIGN_CONFIG=/design/flow/config.mk WORK_HOME=/design/flow/orfs finish
==> impl_metrics.json <==
{
  "critPathSlowestCell": "mux4_2",
  "routabilityCongestion": 0.888,
  "drt_iter0_drc": 44,
  "port_buffers": 162,
  "max_freq_mhz": 716,
  "final.setup.tns_ps": -7960,
  "p_leak_nw": 1.18,
  "arrival_ps": 1180,
  "rows": 23,
  "period_used_pct": 127,
  "drc_errors": 0,
  "ys_types": 5,
  "yosys.area.top_type": "mux4_2",
  "violations": "setup timing",
  "yosys.area.top_type_share_pct": 82.9,
  "routedWlPerCell_um": 22.9,
  "vias": 1218,
  "initial_core_util_pct": 19.8,
  "finalWorstSetupSlack_ps": -297,
  "yosys-stat-area_um2": 815,
  "n_sequential_cell": 0,
  "instances_no_fill": 264,
  "place_ws_ps": -857,
  "place_hpwl_um": 5320,
  "diodes": 0,
  "cpMostUsedCell": "buf_12",
  "holdBufCountCts": 0,
  "routed_via_density": 4.61,
  "finalSetupViolCount": 32,
  "nClkBuffers": 0,
  "first_global_vias": 1441,
  "max_stage_delay_ps": 490,
  "worst_slew_pin_slew_ps": 100,
  "p_per_area_nw_per_um2": 334,
  "path_cells": "buf_12 > buf_12 > buf_6 > mux4_2 > buf_2",
  "synth_warnings": 0,
  "io_pins": 162,
  "final_cell_mix": "dlygate4sd2_1 (127), mux4_2 (32), buf_2 (32)",
  "lay_top_count": "dlygate4sd2_1",
  "grt_first_pass_wirelength_um": 8650,
  "wl_um": 6050,
  "synth_area_um2": 815,
  "final.min_clock_period_ps": 1400,
  "ir_drop_mv": 0.146,
  "placed_cells": 248,
  "coreArea_um2": 4120,
  "die_area_um2": 7400,
  "outcome": "finished, violations left",
  "worst_setup_path_end_kind": "output pin",
  "grt_overflow_total": 0,
  "synth.area.top_cells": "mux4_2 (83%), buf_12 (7.4%), mux4_1 (6.5%)",
  "drt-pass1-iter-count": 2,
  "critPathKind": "in2out",
  "synth.avg_cell_area_um2": 20.9,
  "hold_violations": 0,
  "final-seq-area_um2": 0,
  "grt_max_degree": 17,
  "netlist_instances": 39,
  "die_y_um": 86,
  "warnings": 36,
  "hold_class": "in2out",
  "max_slew_margin_pct": 93.3,
  "cp_max_fo": 8,
  "max_cap_violations": 0,
  "syn2layout_area_growth_pct": 195,
  "track_usage_pct": 15.6,
  "power_mw": 0.804,
  "final_util_pct": 58.4,
  "hold_depth": 3,
  "hold_end": "s[10]",
  "cp-start-kind": "input port",
  "nFillCells": 398,
  "maxSlewViolCount": 0,
  "die_x_um": 86,
  "rsz0062_at_grt": "true",
  "ys_cells": 39,
  "drive_gt1_share_pct": 40.2,
  "ant_nets": 0,
  "antenna_found_initial": 0,
  "synth_seq_share_pct": 0,
  "hold_start": "b[10]",
  "required_ps": 880
}
through the flow:
step / hold slack, ps / instance area, um^2
2_1_floorplan: 526 / 823
3_3_place_gp: 1340 / 2470
3_5_place_dp: 1350 / 2470
4_1_cts: 930 / 2400
5_1_grt: 870 / 2400
6_report: 826 / 2400
worst max path at each step:
stage | start | to | slack [ps] | cells past startpoint
after CTS | sel[0] | s[9] | -310 | 5
after global routing | sel[0] | s[10] | -330 | 5
final | sel[0] | s[3] | -300 | 5
worst max-delay path: cells and delay by family:
family	cells	cell delay, ps
buf+inv	4	460
mux	1	490
metal layers:
metal,GRT usage [%],vias to the layer above,share of wire (%)
li1,-,559,-
met1,16.8,573,34
met2,28.1,84,53
met3,7.82,2,13
met4,0.299,0,0.20
met5,0,-,0
power by group:
group / internal [mW] / leakage (nW) / switching [mW]
registers: 0 / 0 / 0
clock network: 0 / 0 / 0
logic: 0.601 / 1.18 / 0.203
cells in the mapped netlist, drive strengths merged:
| master | n |
|---|---|
| buf | 7 |
| mux4 | 32 |
area by class of cell:
cell class                 count  area [um^2]  area share [%]
tap                           50         62.6            2.60
timing repair buffer         182         1620            67.4
multi-input combinational     32          721            30.0
cell families after synthesis:
family,after synthesis,synth area share [%]
buffers and inverters,7,10.6
multiplexers,32,89.4
what timing repair did:
action,4_1_cts,5_1_grt
gates resized,252,1
buffers inserted,13,0
cloned,3,0
endpoints found under the setup margin,32,32
Power figures rest on the tool's default switching activity, not on a simulated workload.
