`./design.v`:
```
module comparator #(parameter N = 8) (
	input  logic [N-1:0] a, b,
	output logic eq, neq, lt, lte, gt, gte);
	always_comb begin
		eq  = (a == b);
		neq = (a != b);
		lt  = (a < b);
		lte = (a <= b);
		gt  = (a > b);
		gte = (a >= b);
	end
endmodule
module counter #(parameter N = 8) 
	(input  logic i_clk,
	 input  logic i_rst,
	 input  logic i_ena,
	 output logic [N-1:0] o_cnt);
	always_ff @(posedge i_clk)
		if (i_rst)			o_cnt <= 0;
		else if (i_ena)	o_cnt <= o_cnt + 1;
endmodule
	module vgaController #(parameter HACTIVE = 10'd635,
											HFP 	  = 10'd15,
											HSYN    = 10'd95,
											HBP     = 10'd48,
											HSS     = HSYN + HBP,
											HSE     = HSYN + HBP + HACTIVE,
											HMAX    = HSYN + HBP + HACTIVE + HFP,
											VACTIVE = 10'd480,
											VFP     = 10'd10,
											VSYN    = 10'd2,
											VBP     = 10'd33,
											VSS     = VSYN + VBP,
											VSE     = VSYN + VBP + VACTIVE,
											VMAX    = VSYN + VBP + VACTIVE + VFP)
	(input logic i_clk, i_rst,
	output logic o_hs, o_vs, o_sync_n, o_blank_n,
	output logic [9:0] o_x, o_y); 	
	logic hRstF, vRstF, hDS, hDE, vDS, vDE = 0;
	logic [9:0] hCnt, vCnt;
	counter#(10) horizontalPixelCounter(i_clk, (i_rst | hRstF), 1, hCnt);
	counter#(10) VerticalPixelCounter(i_clk, (i_rst | hRstF & vRstF), hRstF, vCnt);
	comparator#(10) hMaxComparator(.a(hCnt), .b(HMAX - 1), .gte(hRstF));
	comparator#(10) vMaxComparator(.a(vCnt), .b(VMAX - 1), .gte(vRstF));
	comparator#(10) hSSComparator(.a(hCnt), .b(HSYN), .gte(o_hs));
	comparator#(10) vSEComparator(.a(vCnt), .b(VSYN), .gte(o_vs));
	comparator#(10) hDisplayStartComparator(.a(hCnt), .b(HSS), .gte(hDS));
	comparator#(10) hDisplayEndComparator(.a(hCnt), .b(HSE), .lt(hDE));
	comparator#(10) vDisplayStartComparator(.a(vCnt), .b(VSS), .gte(vDS));
	comparator#(10) vDisplayEndComparator(.a(vCnt), .b(VSE), .lt(vDE));
	assign o_sync_n = 1; 
	assign o_blank_n = hDS & hDE & vDS & vDE;
   assign o_x = hCnt;
   assign o_y = vCnt;
endmodule
```
`./run.sh`:
```
#!/bin/bash
# OpenROAD 26Q1-2900-gdf79404cd8, Yosys 0.63+post, stock flow scripts
make -C /OpenROAD-flow-scripts/flow DESIGN_CONFIG=/design/flow/config.mk WORK_HOME=/design/flow/orfs finish
```
`./config.mk`:
```
export PLATFORM = sky130hd
export DESIGN_NAME = vgaController
export DESIGN_NICKNAME = vgaController
export VERILOG_FILES = /design/flow/design.v
export SDC_FILE = /design/flow/constraint.sdc
export NUM_CORES = 4
export LEC_CHECK = 1
export CORE_AREA = 10 10 81 81
export DIE_AREA = 0 0 91 91
export SYNTH_HDL_FRONTEND = slang
```
`./constraint.sdc`:
```
current_design vgaController

set clk_period 2.3
set clk_io_pct 0.2

create_clock -name clk0 -period $clk_period [get_ports {i_clk}]

set non_clock_inputs [all_inputs -no_clocks]
set_input_delay [expr $clk_period * $clk_io_pct] -clock clk0 $non_clock_inputs
set_output_delay [expr $clk_period * $clk_io_pct] -clock clk0 [all_outputs]
```
==> impl_metrics.py <==
# Auto-generated metrics
metrics = {
    "outcome": {
        "status": "completed",
    },
    "final_layout": {
        "stdcell_area_um2": 1458,
        "n_fill_cell": 514,
        "syn2layout_area_growth_pct": 42.25,
        "drive_gt1_share_pct": 19.18,
    },
    "timing": {
        "period_used_pct": 97.38,
        "rsz0062_at_grt": "true",
        "setup_violations": 0,
        "post-route-min-period_ns": 2.240,
        "slew_viol_final": 0,
        "hold_viol": 0,
        "worst_slack_ns": 0.06017,
        "fin_worst_skew_ns": 0.003320,
        "whs_ns": 0.4370,
        "tns_ns": 0,
        "timing.fmax_mhz": 446.5,
    },
    "synth": {
        "syn_area_per_cell_um2": 8.539,
        "netlist.area_leader.share_pct": 39.07,
        "synth_chip_area_um2": 1025,
        "yosysWarnings": 0,
        "netlist_instances": 120,
        "async_flop_share_pct": 0,
        "synth_cell_types": 30,
        "yosys_most_used_dff": "dfxtp_1",
        "top_cells_by_area": "dfxtp_1 (39%), xnor2_1 (10%), nor2_1 (9.2%), ha_1 (3.7%), nor3_1 (3.4%)",
        "yosys.stat.seqShare_pct": 39.07,
        "synth_area_um2": 1025,
        "ys_ff": 20,
        "synth_top_cell_by_area": "dfxtp_1",
        "enable_flop_cells": 0,
        "yosys_cells": 120,
    },
    "setup_path": {
        "path_cells": "nor3_4, nand3_1, o21ai_0, o311a_1, clkdlybuf4s50_1",
        "r2r-end": "VerticalPixelCounter.o_cnt[1]",
        "crit_path_max_fanout": 4,
        "slowest_delay_ns": 0.47,
        "crit_required_ns": 1.84,
        "worstPathArrival_ns": 1.78,
        "r2r_slack_ns": 0.64,
        "timing.rr.start": "horizontalPixelCounter.o_cnt[5]",
        "crit_type": "reg -> out",
        "r2r_cells": 5,
        "endpoint_kind": "output port",
        "crit_buf_inv": 1,
        "critical-path-slowest-cell": "clkdlybuf4s50_1",
        "crit_family": "buffers and inverters",
        "startpoint_type": "flop",
    },
    "global_routing": {
        "grt_pass1_wl_um": 4008,
        "grt_overflow_total": 0,
        "first_global_vias": 802,
        "grt_max_degree": 11,
        "grt_use_total_pct": 5.779,
        "grt_antenna_before_repair": 0,
    },
    "die": {
        "die-height_um": 91,
        "core_um2": 4817,
        "initCoreUtil_pct": 21.27,
        "chip_area_um2": 8281,
        "rows": 25,
        "chipWidth_um": 91,
        "boundaryPins": 26,
    },
    "route": {
        "routedWlPerCell_um": 12.23,
        "drtPass1Iterations": 4,
        "antenna_cells": 0,
        "via_per_inst": 4.207,
        "drc_errors": 0,
        "drt-total-wl_um": 2606,
        "drt_iter0_drc": 61,
        "antenna_left": 0,
        "vias": 896,
    },
    "place": {
        "placed_area_um2": 1339,
        "gp_congestion": 0.8458,
        "pre_cts_ws_ns": 0.2320,
        "numPortBuffers": 24,
        "dp_hpwl_um": 1953,
    },
    "pwr": {
        "leakagePower_nw": 0.4833,
        "peakVddDrop_v": 0.0001370,
        "power_density_nw_per_um2": 417.5,
    },
    "clock_network": {
        "cts.reportedPaths.clkPinSlew_ns": 0.07,
        "cts-root-buf": "clkbuf_8",
        "clk_path_buf_depth": 2,
        "clk_latency_ns": 0.26,
        "cts.htree.levels": 1,
        "cts_sinks": 20,
        "cts_tree": "done",
        "cts_made_buffers": 3,
    },
    "min_path": {
        "hold_depth": 1,
        "min_to": "horizontalPixelCounter.o_cnt[0]",
        "hp-class": "reg -> reg",
        "hp-start": "horizontalPixelCounter.o_cnt[0]",
    },
    "run": {
        "warnings": 27,
        "cap_viol_max_count": 0,
    },
}
-- where the power goes --
part,switching (mW),internal [mW],total [mW],leakage (nW)
Sequential,0.00571,0.349,0.355,0.166
Clock,0.114,0.117,0.230,0.0216
Combinational,0.0101,0.0136,0.0238,0.296
Total,0.130,0.479,0.609,0.483
-- layout make-up --
class / instances / area (um^2) / area share [%]
Multi-Input combinational cell: 89 / 616.8 / 42.32
Inverter: 4 / 15.01 / 1.030
Clock buffer: 3 / 41.29 / 2.833
Sequential cell: 20 / 415.4 / 28.50
Timing Repair Buffer: 30 / 285.3 / 19.57
Tap cell: 67 / 83.83 / 5.751
-- repair_timing --
action | CTS | global route
buffers inserted | 0 | 1
pin swaps | 0 | 5
gates resized | 2 | 20
endpoints found under the setup margin | 2 | 2
hold buffers | 0 | 0
-- metrics by stage --
step	util (%)	power [mW]	cells
6_report	30.26	0.6086	213
5_1_grt	30.26	0.6305	213
4_1_cts	28.78	0.6116	212
3_5_place_dp	27.79	0.3876	209
3_3_place_gp	27.79	0.3879	209
2_1_floorplan	-	0.3773	120
-- synth_stat cells (3+ instances only) --
| cell | instances |
|---|---|
| dfxtp_1 | 20 |
| nand3_1 | 6 |
| xnor2_1 | 12 |
| inv_1 | 4 |
| xor2_1 | 4 |
| o21ai_0 | 3 |
| nor2_1 | 25 |
| nand4_1 | 4 |
| nor3_1 | 7 |
| ha_1 | 3 |
| nand2_1 | 7 |
-- cells in the final DEF, fill, tap and decap left out, types with 2 or more instances in the layout --
master / n
a21oi_1: 2
a31oi_1: 2
buf_4: 6
clkbuf_8: 3
clkdlybuf4s50_1: 24
dfxtp_1: 12
dfxtp_2: 6
dfxtp_4: 2
inv_1: 4
nand2_1: 7
nand3_1: 6
nand4_1: 4
nor2_1: 24
nor3_1: 5
nor3_4: 2
nor4b_1: 2
o21ai_0: 2
xnor2_1: 12
xor2_1: 4
-- logic make-up after synthesis --
family	Yosys count	share of synthesized area, %
other cells	1	0.3659
fa+ha+maj	3	3.663
flops	20	39.07
compound gates	12	10.26
simple gates	57	26.86
xor+xnor	16	13.67
buf+inv	11	6.105
-- routing by layer --
layer / vias up / wire length [um] / global-route usage [%]
met3: 2 / 122 / 1.328
met2: 18 / 1076 / 7.876
met4: 0 / 36 / 1.175
met5: - / 0 / 0
met1: 414 / 1371 / 9.008
li1: 462 / - / -
-- sequential cells by signal, indices dropped and copies added, names as in the netlist --
name,flops
VerticalPixelCounter.o_cnt,10
horizontalPixelCounter.o_cnt,10
-- how the worst max path moves through the flow --
stage                to  cells past startpoint  slack (ns)                            start
CTS                o_vs                      4       0.004    VerticalPixelCounter.o_cnt[6]
global route  o_blank_n                      4       -0.01  horizontalPixelCounter.o_cnt[3]
finish        o_blank_n                      5        0.06    VerticalPixelCounter.o_cnt[8]
-- worst reg2reg max path, cell delays in order (launching register included) --
cell	delay [ns]
dfxtp_1	0.34
buf_4	0.18
a2111oi_4	0.41
nor2_4	0.09
a31o_1	0.35
a211oi_2	0.22
Power figures rest on the tool's default switching activity, not on a simulated workload.
